===== flow/config.mk =====
export PLATFORM = sky130hd
export DESIGN_NAME = sorting_cell
export DESIGN_NICKNAME = sorting_cell
export VERILOG_FILES = /design/flow/design.v
export SDC_FILE = /design/flow/constraint.sdc
export NUM_CORES = 4
export LEC_CHECK = 1
export CORE_UTILIZATION = 40

===== flow/constraint.sdc =====
current_design sorting_cell

set clk_period 5.8
set clk_io_pct 0.2

create_clock -name clk0 -period $clk_period [get_ports {clk}]

set non_clock_inputs [all_inputs -no_clocks]
set_input_delay [expr $clk_period * $clk_io_pct] -clock clk0 $non_clock_inputs
set_output_delay [expr $clk_period * $clk_io_pct] -clock clk0 [all_outputs]

===== flow/design.v =====
`timescale 1ns / 1ps
module sorting_cell(
    input clk,
    input rst,
    input en,
    input [31:0] prev_data,
    input prev_push,
    input prev_state,
    input [31:0] new_data,
    output reg [31:0] cell_data,
    output reg cell_push,
    output reg cell_state,
    output wire accept_new
    );
    parameter EMPTY = 1'b0;
    parameter OCCUPIED = 1'b1;
    assign accept_new = (new_data[19:12] > cell_data[19:12])
    || ((new_data[19:12] == cell_data[19:12]) && (new_data[11:0] > cell_data[11:0]));
    wire [3:0] data_priority;
    assign data_priority = {accept_new,prev_push,cell_state,prev_state}; 
    always @(posedge clk,posedge rst)
    begin
        if(rst)
            cell_push <= 1'b0;
        else if(en)
        begin
             if((accept_new || prev_push) && (cell_state == OCCUPIED))
             cell_push <= 1'b1;
             else
             cell_push <=1'b0;
        end
    end
    always @(posedge clk, posedge rst)
    begin
        if (rst)
            cell_state <= EMPTY;
        else if (en)
        begin
            case(cell_state)
                EMPTY:
                    begin
                    if(prev_push) cell_state <= OCCUPIED;
                    else if(prev_state && accept_new) cell_state <= OCCUPIED;
                    else cell_state <= EMPTY;
                    end
                OCCUPIED:
                    cell_state <= OCCUPIED;
            endcase
        end
    end
    always @(posedge clk, posedge rst)
    begin
        if(rst)
            cell_data <= 32'b0;
        else if (en) 
        begin
            casez(data_priority)
                4'b?1?? : cell_data <= prev_data;
                4'b101? : cell_data <= new_data;
                4'b?001 : cell_data <= new_data;
                default : cell_data <= cell_data;
            endcase
        end
        else cell_data <= cell_data;
    end
endmodule

===== flow/run.sh =====
#!/bin/bash
# OpenROAD 26Q1-2900-gdf79404cd8, Yosys 0.63+post, stock flow scripts
make -C /OpenROAD-flow-scripts/flow DESIGN_CONFIG=/design/flow/config.mk WORK_HOME=/design/flow/orfs finish

==> GITHUB_STEP_SUMMARY <==
## Synthesis and layout report

| Metric | Value |
|---|---|
| Layout filler cell count | between 500 and 600 |
| TNS Setup | 0 ns |
| Crit path required time | 4.64 ns |
| CTS root buffer | clkbuf_8 |
| Mapped Area | between 2000 and 2500 um2 |
| Mapped Cells | 271 |
| CTS Buffer Depth | 2 |
| Die X | 80.3 um |
| RSZ-0062 raised after global routing | false |
| TritonCTS Buffers | 5 |
| Worst VDD drop | 173 uV |
| Count of clock tree sinks | 34 |
| Cell total in the yosys stat output | 271 |
| PortBufs | around 100 |
| Worst Setup Start Kind | input pin |
| Number of enable flip-flop cells | 0 |
| Sequential area share after synthesis | 0.347 |
| Total Wirelength | 6760 um |
| Crit-path cells | clkdlybuf4s50_1 -> inv_1 -> ha_1 -> nand4_1 -> nor2_1 -> a21oi_1 -> a31oi_1 -> nand2_1 -> clkdlybuf4s50_1 |
| Die Ht | around 80 um |
| Final count of negative-setup-slack endpoints | 0 |
| Vias in the first global route | 2,250 |
| Post-CTS setup buffer count | 0 |
| Pin count of the biggest net entering global routing | 35 |
| Slew Limit Fails | 0 |
| Relative slew slack | 0.480 |
| Top Ports | between 100 and 150 |
| GRT overflow | 0 |
| Max Cap Viol | 0 |
| Pleak | between 1 and 1.5 nW |
| DR WL/cell | 15.1 um |
| Global-route wire length before repair | 11,000 um |
| Syn. warnings | 1 |
| CP Data Arrival Time | 3.35 ns |
| FP Rows | 28 |
| Pwr dens | about 350 nW/um2 |
| DR pass1 iterations | 4 |
| Outcome | completed |
| Post-synth cell types | 37 |
| Top delay family on crit path | buffers and inverters |
| Commonest Layout Cell | clkdlybuf4s50_1 |
| WHS | 0.532 ns |
| Worst hold path type | reg2reg |
| Syn Area/Cell | 9.04 um2 |
| Inserted Diodes | 0 |
| DPL Wire Length | 4740 um |
| WP buf/inv | 3 |
| Number of routed nets with antenna violations | 0 |
| Hold_buf cts | 0 |
| Worst-margin pin slew | slightly below 0.8 ns |
| Most used flip-flop cell | dfrtp_1 |
| Kind of critical path | in2out |
| Crit path top cell by count | clkdlybuf4s50_1 |
| Final worst-path cycle share | 0.778 |
| H-tree Lvls | 2 |
| GRT Total Usage | 0.222 |
| Ratio of cells with drive above 1 in the final layout | 0.0591 |
| Async set-reset flop share out of synthesis | 1.00 |
| Setup Skew | 0.00767 ns |
| Chip Area | 6440 um2 |
| Placeable Area | 5920 um2 |
| Final GP Congestion | 0.813 |
| Clock transition at the registers of the reported paths | approximately 0.07 ns |
| Post-layout min period | 4.51 ns |
| Most instantiated logic cells after routing | clkdlybuf4s50_1 (103), nor2_1 (64), dfrtp_1 (34) |
| Hold Vio Cnt, Final | 0 |
| Crit path largest cell delay | 0.49 ns |
| CTS tree | done |
| Initial antenna violation count | 0 |
| FP Util | 0.414 |
| DR vias | 2,411 |
| 1st-iter DRT viols | 93 |
| Area reported by Yosys stat | 2450 um2 |
| Highest Clock Rate | 222 MHz |
| Slowest CP cell | clkdlybuf4s50_1 |
| #FFs+latches synth | 34 |
| Via-to-Cell Ratio | 5.39 |
| Synthesis-to-layout area growth | 47.2% |
| Post-CTS Resized | 0 |
| Number of logged tool warnings | 26 |
| Residual DRC | 0 |
| Clock latency (worst-skew pair) | between 0.2 and 0.3 ns |
| Critical Path Fanout Max | 3 |
| Worst Setup End Kind | output port |
## worst paths after layout
check	from	end	slack [ns]	depth (start not counted)
setup / recovery	new_data[12]	accept_new	1.29	9
hold / removal	cell_push	cell_push	0.53	2
setup reg to reg	cell_data[15]	cell_data[28]	3.17	9
hold reg to reg	cell_push	cell_push	0.53	2
max in group asynchronous	rst	cell_data[12]	4.18	3
min in group asynchronous	rst	cell_data[17]	1.27	3
## cell type report
cell class / instances / area [um2] / area share
multi-input cells: 196 / 1400 / 0.388
repair buffers: 109 / 1080 / 0.298
flip-flops and latches: 34 / 851 / 0.236
inverters: 25 / 93.8 / 0.0260
well taps: 75 / 93.8 / 0.0260
clock buffers: 7 / 86.3 / 0.0239
clock inverters: 1 / 5.00 / 0.00139
## Yosys cell counts (all sizes together) (2+ instances only)
cell,n,area share
nor2,64,0.098
dfrtp,34,0.35
o22ai,32,0.082
o221a,31,0.15
inv,25,0.038
ha,20,0.10
a21oi,9,0.021
clkbuf,9,0.014
buf,7,0.029
nand2,6,0.0092
o21ai,4,0.013
and4,3,0.011
nand3,3,0.0061
nand4,3,0.0077
nor2b,3,0.0077
a21o,2,0.0061
a31oi,2,0.011
o211ai,2,0.0061
o311ai,2,0.0071
## metal layers
metal / share of wire / wire [um] / global-route usage
met2: 0.45 / 3040 / 0.350
met4: 0.0068 / 46 / 0.0161
met3: 0.051 / 347 / 0.0300
met5: 0 / 0 / 0
met1: 0.49 / 3330 / 0.347
## report_power, final
part           leakage, nW  switching [W]  total [W]  internal, W
clock               0.0482      0.0000925   0.000188    0.0000960
combinational         1.07       0.000230   0.000632     0.000402
sequential           0.383      0.0000957   0.000432     0.000336
total                 1.50       0.000418    0.00125     0.000834
## sequential cells by signal (all words and copies together) (netlist names)
name	cells
cell_data	32
cell_push	1
cell_state	1
## cell families (layout without fill, tap and decap cells)
kind of cell	Yosys count	count (layout)	share of synthesized area
AOI/OAI and AO/OA	91	91	0.322
adders and majority gates	20	20	0.102
DFF	34	34	0.347
and+or+nand+nor	85	85	0.148
buffers and inverters	41	142	0.0812
## stage by stage
step,util,setup slack (ns),total power (W),instances,area (um2)
3_5_place_dp,0.594,1.29,0.00107,439,3520
5_1_grt,0.609,1.05,0.00136,447,3610
4_1_cts,0.609,1.28,0.00126,447,3610
2_1_floorplan,-,2.39,0.000750,271,2450
6_report,0.609,1.29,0.00125,447,3610
3_3_place_gp,0.594,1.34,0.00107,439,3520
## tightest hold or removal path: cells and delay by family, from the launching register on
| kind | cells | cell delay, ns |
|---|---|---|
| buffers and inverters | 1 | 0.05 |
| AOI/OAI and AO/OA | 1 | 0.07 |
| DFF | 1 | 0.38 |
Power and IR drop assume default switching activity.
